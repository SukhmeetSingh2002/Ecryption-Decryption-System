$ cat design.v
module encrypt_function_1 (Clk,data_1,outEnc,rand_11,rand_6);
    input Clk;
    input [59:0]data_1;
    input [10:0]rand_11;
    input [5:0]rand_6;
    output [77:0]outEnc;
    reg [77:0]outEnc;
    reg [59:0]b;
    reg [60:0]x;
    always @(posedge Clk) begin
        b[10:0]=rand_11;
        b[21:11]=~rand_11;
        b[32:22]=~rand_11;
        b[43:33]=rand_11;
        b[54:44]=~rand_11;
        b[59:55]=rand_11[4:0];
        x=data_1+b;
        outEnc[77:17]=x;
        outEnc[16:6]=rand_11;
        outEnc[5:0]=rand_6;
    end
endmodule
$ cat run.sh
#!/bin/bash
# OpenROAD 26Q1-2900-gdf79404cd8, Yosys 0.63+post, stock flow scripts
make -C /OpenROAD-flow-scripts/flow DESIGN_CONFIG=/design/flow/config.mk WORK_HOME=/design/flow/orfs finish
$ cat config.mk
export PLATFORM = sky130hd
export DESIGN_NAME = encrypt_function_1
export DESIGN_NICKNAME = encrypt_function_1
export VERILOG_FILES = /design/flow/design.v
export SDC_FILE = /design/flow/constraint.sdc
export NUM_CORES = 4
export LEC_CHECK = 1
export CORE_UTILIZATION = 30
$ cat constraint.sdc
current_design encrypt_function_1

set clk_period 16.6
set clk_io_pct 0.2

create_clock -name clk0 -period $clk_period [get_ports {Clk}]

set non_clock_inputs [all_inputs -no_clocks]
set_input_delay [expr $clk_period * $clk_io_pct] -clock clk0 $non_clock_inputs
set_output_delay [expr $clk_period * $clk_io_pct] -clock clk0 [all_outputs]
==> summary.txt <==
Physical implementation.

- The run finished with clean final reports.
- The share of the core area taken by cells at floorplan is 31.0%.
- According to the floorplan report, the die width is 131 um.
- Setup slack on the worst path after placement came out at 9410 ps.
- By area the synthesized netlist is led by dfxtp_1 (31%), ha_1 (15%), a21oi_1 (7.0%).
- Setup repair after global routing left no endpoint under its margin.
- The number of global-route vias before repair was 4,625.
- In this run the remaining antenna-violating nets after routing total 0.
- The unique cell type count in the Yosys netlist is 59.
- The most repeated cell in the gate-level netlist after synthesis is dfxtp_1.
- Per the synth log, the flip-flop and latch total comes to 78.
- The flow reported a cell area power density of 98.3 mW/mm^2.
- The share of flip-flops with an asynchronous set or reset is 0%.
- The core region is 0.0160 mm^2.
- Net switching is 27.4% of the power.
- Counting every sink on the clock net gives 78.
- After detailed placement, the total cell area comes to 0.00671 mm^2.
- The mapped netlist covers 0.00496 mm^2.
- The count of synthesis-stage warnings from yosys is 1.
- The design draws 692 uW.
- Buffers inserted during clock tree synthesis total 9.
- Looking at area per cell type in the netlist, the leader is dfxtp_1.
- The area of combinational cells with multiple inputs is 0.00324 mm^2.
- The shortest clock period the worst path allows after layout is 6840 ps.
- Per the STA report, the cell with the highest stage delay on the worst path is clkdlybuf4s50_1.
- The signal on the critical path passes through clkdlybuf4s50_1 -> ha_1 -> fa_1 -> a21oi_2 -> o2111a_1 -> a21oi_1 -> a41oi_1 -> o31a_1 -> o21ai_0 -> o21ai_0 -> o21bai_1 -> xor2_1.
- The number of vias after detailed routing is 4,807.
- The number of buffers added for setup after CTS is 0.
- Hold-check failures listed in the final report amount to 0.
- The pin count of the biggest net entering global routing is 13.
- The cell chosen for the clock root is clkbuf_16.
- The placement report lists the number of port buffers as 155.
- The chip height is 131 um.
- The flip-flop count of the largest register after layout is 78.
- The number of enable flip-flop cells is 0.
- In this run, flip-flops and latches consume 33.7% of the power.
- STA classifies the critical path endpoint as a register.
- The transition time recorded at the tightest slew-check pin is 594 ps.
- The fraction of final layout cells sized beyond drive strength 1 is 3.56%.
- In this run the biggest area consumer among cell types represents 31.5% of the synthesized area.
- The clock H-tree reported by CTS has 3 levels.
- The most frequent cell on the critical path is o21ai_0.
- The total number of placement rows is 46.
- The first detailed-routing pass ran for 4 iterations.
- RePlAce ended its routability-driven mode at a weighted congestion of 0.943.
- The minimum setup slack in the final design is 9760 ps.
- The worst hold path begins at rand_6[0].
- The number of antenna diodes in the final layout is 0.
- The internal power consumption is 502 uW.
- According to the timing report, the critical path is launched from rand_11[0].
- The arrival time at the worst endpoint is 7060 ps.
- The largest incremental delay on the critical path is 580 ps.
- The total negative setup slack is 0 ps.
- The total of max-cap violations is 0.
- Between the synthesized netlist and the finished layout, the area growth was recorded as 42.0%.
- The filler cell count in the final layout is 1,579.
- For this run the aggregate overflow at the end of global routing stands at 0.
- For this run, the top clock speed supported by timing is 146 MHz.
- The synthesized chip area reported by yosys is 0.00496 mm^2.
- The maximum clock insertion buffer count is 2.
- The setup path with the least slack is of type input port to register.
- The HPWL after detailed placement is 14,300 um.
- The number of antenna violations at the first check in global routing is 0.
- The relative slew slack is 60.4%.
- The end-of-flow core utilization is 44.0%.
- The CTS tree is done.
- The post-route fraction of the period consumed by the critical path is 41.2%.
- The combined global-route utilization of all metal layers is 21.1%.
- The leakage component of the power is 0.00293 uW.
- The final instance area is 0.00705 mm^2.
- The routed via count divided by cell count is 5.08.
- Hold repair after CTS inserted 0 buffers.
- Per report_power, the combinational group accounts for 33.5% of the total.
- The worst setup path endpoint is outEnc[71].
- The overall chip area is 0.0171 mm^2.
- The largest fanout of any net on the critical path is 5.
- The prevailing post-synth register cell is dfxtp_1.
- The net switching power is 190 uW.
- The global-route wire length before repair is 26,100 um.
- Checking hold timing, the worst path is listed with class input port to register.
- The number of gates given a new drive strength after cts is 0.
- The portion of total power attributed to the clock network is 32.8%.
- Pins over their slew limit in the final report were tallied at 0.
- The mean cell area of the mapped netlist is 8.58 um^2.
- The worst ir drop on vdd is 0.0845 mV.
- The element type at the critical path start is an input port.
- The script logs the mean routed wire length per placed instance as 18.2 um.
- The sequential area share after synthesis is 31.5%.
- The sequential cell area is 0.00156 mm^2.
- The boundary pin count is 156.
- The timing report gives the clock slew at the launch and capture registers of the worst setup and hold paths as 60 ps.
- After detailed routing, the total wire length is 17,200 um.
- The synthesized netlist was found by Yosys to have 578 cells.
- The required time of the worst setup path is 16,820 ps.
- Ranked by instance count, the synthesized netlist is headed by dfxtp_1 (78), a21oi_1 (69), ha_1 (60), nand2_1 (52), o21ai_0 (35).
- The number of remaining DRC errors is 0.
- The final number of setup-violating endpoints is 0.
- Per the post-synthesis report, the number of cells in the design is 578.
- The warning total across the stage logs is 25.
- The starting DRC count in detailed routing is 152.
per-stage QoR:
stage                     hold WS, ps  std cells
final                            3420        946
after global routing             3400        946
after CTS                        3410        946
after detailed placement         3770        931
after global placement           3770        931
after floorplan                  3350        578
layout by cell type, fill, tap and decap left out, types with 4 or more instances in the layout:
cell type	count
a21boi_0	4
a21o_1	17
a21oi_1	69
a221oi_1	4
a31oi_1	6
and3_1	7
clkbuf_16	9
clkdlybuf4s50_1	155
dfxtp_1	78
ha_1	60
inv_1	23
nand2_1	52
nand2b_1	4
nand3_1	14
nand4_1	17
nor2_1	30
nor2b_1	5
nor3_1	8
o211ai_1	6
o21a_1	4
o21ai_0	35
o21bai_1	12
xnor2_1	31
xor2_1	26
power by group through the flow:
| stage | logic, uW | clock network, uW | registers (uW) |
|---|---|---|---|
| 4_1_cts | 233 | 234 | 234 |
| 5_1_grt | 255 | 242 | 236 |
| 6_report | 232 | 227 | 233 |
worst min path at each step:
stage                        to  slack, ps  cells past startpoint
after CTS             outEnc[4]       3410                      1
final                 outEnc[0]       3420                      1
after global routing  outEnc[4]       3400                      1
cell families after synthesis:
logic type / Yosys count / share of synthesized area [%]
compound gates: 190 / 24.9
simple gates: 151 / 14.8
flops: 78 / 31.5
fa+ha+maj: 61 / 15.5
xor+xnor: 57 / 10.1
buf+inv: 41 / 3.23
layer usage:
metal  wire length [um]  track usage (%)  vias to the layer above
met5                  0                0                        -
met4                486             4.87                        0
met3               1090             4.15                       25
met2               7740             33.1                      175
met1               7940             30.3                     2204
li1                   -                -                     2403
layout make-up:
class / instances / share of cell area [%]
Multi-Input combinational cell: 459 / 46.0
Clock inverter: 4 / 1.35
Timing Repair Buffer: 155 / 22.0
Tap cell: 216 / 3.84
Sequential cell: 78 / 22.2
Clock buffer: 11 / 3.44
Inverter: 23 / 1.23
worst max-delay path, delay by kind of cell:
family	cells	cell delay, ps
fa+ha+maj	2	740
compound gates	8	2240
xor+xnor	1	180
buf+inv	1	580
Power figures rest on the tool's default switching activity, not on a simulated workload.
