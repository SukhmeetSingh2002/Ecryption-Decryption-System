<file path="./design.v">
module Decrypter (Clk,data_to_be_decrypt,output_decrypted);
    input Clk;
    input [77:0] data_to_be_decrypt;
    output [59:0] output_decrypted;
    reg [59:0] output_decrypted;
    wire [59:0] output_decrypted_INTERNAL_1;
    wire [59:0] output_decrypted_INTERNAL_2;
    wire [59:0] output_decrypted_INTERNAL_3;
    wire [59:0] output_decrypted_INTERNAL_4;
    decrypt_function_1 FNC1(.Clk(Clk),.data_1(data_to_be_decrypt),.outDec(output_decrypted_INTERNAL_1));
    decrypt_function_2 FNC2(.Clk(Clk),.data_1(data_to_be_decrypt),.outDec(output_decrypted_INTERNAL_2));
    decrypt_function_3 FNC3(.Clk(Clk),.data_1(data_to_be_decrypt),.outDec(output_decrypted_INTERNAL_3));
    decrypt_function_4 FNC4(.Clk(Clk),.data_1(data_to_be_decrypt),.outDec(output_decrypted_INTERNAL_4));
    reg [5:0]rand_6;
    always @(*) begin
        rand_6=data_to_be_decrypt[5:0];
    end
    always @(posedge Clk) 
    begin    
        if(rand_6<16)
            output_decrypted=output_decrypted_INTERNAL_1;
        else if(rand_6<32)
            output_decrypted=output_decrypted_INTERNAL_2;
        else if(rand_6<48)
            output_decrypted=output_decrypted_INTERNAL_3;
        else if(rand_6<64)
            output_decrypted=output_decrypted_INTERNAL_4;
    end
endmodule
module decrypt_function_1 (Clk,data_1,outDec);
    input Clk;
    input [77:0]data_1;
    reg  [10:0]rand_9;
    output [59:0]outDec;
    reg [59:0]outDec;
    reg [59:0]b;
    reg [60:0]y;
    reg [60:0]x;
    always @(posedge Clk) begin
        rand_9=data_1[16:6];
        b[10:0]=rand_9;
        b[21:11]=~rand_9;
        b[32:22]=~rand_9;
        b[43:33]=rand_9;
        b[54:44]=~rand_9;
        b[59:55]=rand_9[4:0];
        y=data_1[77:17];
        x=y-b;
        outDec=x[59:0];
    end
endmodule
module decrypt_function_2 (Clk,data_1,outDec);
    input Clk;
    input [77:0]data_1;
    reg  [10:0]rand_9;
    output [59:0]outDec;
    reg [59:0]outDec;
    reg [59:0]b;
    reg [60:0]y;
    reg [60:0]x;
    always @(posedge Clk) begin
        rand_9=data_1[77:67];
        b[10:0]=rand_9;
        b[21:11]=rand_9;
        b[32:22]=~rand_9;
        b[43:33]=~rand_9;
        b[54:44]=rand_9;
        b[59:55]=rand_9[4:0];
        y=data_1[66:6];
        x=y-b;
        outDec=x[59:0];
    end
endmodule
module decrypt_function_3 (Clk,data_1,outDec);
    input Clk;
    input [77:0]data_1;
    reg  [10:0]rand_9;
    output [59:0]outDec;
    reg [59:0]outDec;
    reg [59:0]b;
    reg [60:0]y;
    reg [60:0]x;
    always @(posedge Clk) begin
        rand_9=data_1[16:6];
        b[10:0]=~rand_9;
        b[21:11]=rand_9;
        b[32:22]=rand_9;
        b[43:33]=~rand_9;
        b[54:44]=rand_9;
        b[59:55]=rand_9[4:0];
        y=data_1[77:17];
        x=y-b;
        outDec=x[59:0];
    end
endmodule
module decrypt_function_4 (Clk,data_1,outDec);
    input Clk;
    input [77:0]data_1;
    reg  [10:0]rand_9;
    output [59:0]outDec;
    reg [59:0]outDec;
    reg [59:0]b;
    reg [60:0]y;
    reg [60:0]x;
    always @(posedge Clk) begin
        rand_9=data_1[77:67];
        b[10:0]=rand_9;
        b[21:11]=~rand_9;
        b[32:22]=~rand_9;
        b[43:33]=rand_9;
        b[54:44]=~rand_9;
        b[59:55]=rand_9[4:0];
        y=data_1[66:6];
        x=y-b;
        outDec=x[59:0];
    end
endmodule
</file>
<file path="./run.sh">
#!/bin/bash
# OpenROAD 26Q1-2900-gdf79404cd8, Yosys 0.63+post, stock flow scripts
make -C /OpenROAD-flow-scripts/flow DESIGN_CONFIG=/design/flow/config.mk WORK_HOME=/design/flow/orfs finish
</file>
<file path="./config.mk">
export PLATFORM = sky130hd
export DESIGN_NAME = Decrypter
export DESIGN_NICKNAME = Decrypter
export VERILOG_FILES = /design/flow/design.v
export SDC_FILE = /design/flow/constraint.sdc
export NUM_CORES = 4
export LEC_CHECK = 1
export CORE_UTILIZATION = 30
</file>
<file path="./constraint.sdc">
current_design Decrypter

set clk_period 17.2
set clk_io_pct 0.2

create_clock -name clk0 -period $clk_period [get_ports {Clk}]

set non_clock_inputs [all_inputs -no_clocks]
set_input_delay [expr $clk_period * $clk_io_pct] -clock clk0 $non_clock_inputs
set_output_delay [expr $clk_period * $clk_io_pct] -clock clk0 [all_outputs]
</file>
==> run summary <==
Results of the run.

After clock tree synthesis, the flow added hold-fix buffers numbering 0. The portion of synthesized cell area occupied by the leading cell type is 29.20%. Across the routed clock network, the largest skew measured is 0.01462 ns. The total cell area reported by yosys after synthesis is 19810 um^2. The number of endpoints failing setup at the final stage is 0. After global routing, the most crowded layer is met2.

Cells with a size suffix above 1 make up 7.805% of the layout. The overall power consumption is 0.002440 W. The most instantiated flip-flop cell in the synthesis netlist is dfxtp_1. The netlist uses 73 different library cells. 139 I/O pins were placed.

The time the worst path needs with I/O delays and setup is 8.895 ns. The total antenna diodes in the routed design is 0. The min-delay analysis places its worst path in the category flop to flop. In this design, the stage delay of the slowest critical-path cell is 0.90 ns.

The initial standard-cell utilization of the core is 30.57%. The leakage power in the latest report is 9.409 nW. The area of the chip is 67070 um^2.

The critical path is of the input pin to flop type. After synthesis the cells add up to 19810 um^2. The flow ran to the end, and the final reports show no timing, DRC or antenna violations.

The number of warnings reported in the yosys synthesis log is 5. Per the detail_route report, DRC violations left total 0. The die is 259.0 um tall. The registers of the reported paths see a clock transition of 0.06 ns.

The type of element launching the critical path is an input pin. The detailed-route wire length is 86.68 mm. The average instance in the mapped netlist occupies 8.570 um^2. Clock tree synthesis inserted a total of 37 buffers. The cell type contributing the most total cell area after synthesis is dfxtp_1.

The placed cell area is 22170 um^2. The sum of negative setup slack is 0 ns. For this run, global-route usage on met1 was measured as 36.24%. The total power per unit cell area is 104.3 nW/um^2. The number of global-route vias before repair came to 17760. The pin closest to its max-slew limit shows a slew of 0.9770 ns. Yosys reports that the most numerous cell types are dfxtp_1, a21oi_1, ha_1, nor2_1, xnor2_1. Pins over their slew limit in the final report were tallied at 0. STA puts the critical path data arrival time at 9.32 ns. Hold-check failures listed in the final report amount to 0. The slack of the critical path is 8.305 ns. The overall via count from detail_route is 18340. The category of the worst setup path capture point is a flop. The final report gives the core utilization as 36.08%.

Sequential elements use 29.20% of the synthesized area. Setup slack on the worst path after placement came out at 8.103 ns. The wire length of the first global-routing pass is 122.9 mm. In the routed layout, each cell is associated on average with a via count of 5.555. The overall die width is 259.0 um.

Per the CTS log, the maximum H-tree level is 2. The final routed wire length divided by cell count is 26.25 um. The met3 track demand over resource is 9.178%.

Per the layout area report, the register area comes to 5786 um^2. The maximum buffer depth of the clock tree is 3. The tally of filler cells in the layout is 6579. The count of nets left with antenna violations once routing finished came out at 0. Entering global routing, the biggest net connects 39 pins. The multi-input combinational cell area is 13130 um^2. The warning total across the stage logs is 117. Per the OpenROAD floorplan log, the area of the core is 64810 um^2.

The maximum ir drop on the vdd rail is 0.00007269 V. Across all checked pins, the minimum headroom to the slew limit is 34.47%. Global routing finished with a remaining overflow of 0. By area the synthesized netlist is led by dfxtp_1, ha_1, xnor2_1, a21oi_1, mux4_2.

The clock tree has to reach 289 sinks. The clock latency on the worst-skew pair is 0.56 ns. Static timing analysis puts the maximum clock frequency at 0.1124 GHz. TritonCTS built the clock tree. The share of flip-flops with an asynchronous set or reset is 0%. Global routing consumed, on the met2 layer, 38.54% of the routing resources. The root buffer cell is clkbuf_16.

The global-route usage over all layers is 26.16%. At the end of routability-driven placement, the weighted congestion stood at 1.002. The sum of net half-perimeters after detailed placement is 67.29 mm. The number of antenna violations at the first check in global routing is 0.

The number of synthesized flops with an enable pin is 0. The post-synthesis sequential element count is 289. Setup repair after global routing left no endpoint under its margin. The required time of the worst setup path is 17.63 ns. The synth_stat.txt file lists the number of cells as 2312. Compared with the post-synthesis result, the final layout area differs by 18.02%. Detailed-route iteration 0 reported a violation count of 1646. The count of cells resized by post-cts repair is 0. The total non-filler cell area in the finished layout is 23380 um^2.

As logged by OpenROAD, the buffers inserted on ports number 134. The post-CTS setup buffer count is 0. The tally of max-capacitance violations is 0. In this run the critical path is formed by clkdlybuf4s50_1 > buf_4 > inv_1 > ha_1 > and4_1 > and4_1 > o311ai_0 > buf_4 > a31oi_1 > o2111ai_1 > a211oi_1 > o211ai_1 > o21ai_0 > a21boi_0 > xor2_1. The detailed-routing iteration count for the pre-antenna-repair pass is 6. The post-synthesis cell type with the largest instance count is dfxtp_1. The timing report shows that the slowest cell on the worst path is a211oi_1. The site row count is 93. Dividing the final minimum period by the clock period gives 51.72%. The maximum fanout along the worst path is 13.

The cell count after synthesis is 2312.
critical path, delay by kind of cell:
kind                     cells  cell delay (ns)
XOR/XNOR                     1             0.18
AND-OR/OR-AND                7             3.00
AND/OR/NAND/NOR              2             0.64
adder cells (fa/ha/maj)      1             0.74
buffers and inverters        4             1.29
layout by cell type (no fill, tap or decap), types with 39 or more instances in the layout:
master	count
xnor2_1	179
a21o_1	44
nor2_1	183
buf_4	51
o21bai_1	74
nand2_1	125
dfxtp_1	289
mux4_2	49
o21ai_0	123
clkdlybuf4s50_1	132
ha_1	206
nor3_1	42
clkbuf_16	39
nand3_1	44
inv_1	118
a21oi_1	256
stage by stage:
step,cells,hold slack [ns]
final,3302,0.4605
after global routing,3302,0.4784
after CTS,3302,0.4638
after detailed placement,3238,0.4231
after global placement,3238,0.4439
after floorplan,2312,0.4056
routing by layer:
| layer | vias to the layer above | wire [um] | part of all wire, % |
|---|---|---|---|
| met5 | - | 0 | 0 |
| met4 | 0 | 3332 | 3.8 |
| met3 | 133 | 9131 | 11 |
| met2 | 826 | 37050 | 43 |
| met1 | 8786 | 37170 | 43 |
| li1 | 8596 | - | - |
state kept, by name, indices dropped and copies added, names as in the netlist:
name,count
output_decrypted,60
FNC4.outDec,60
FNC3.outDec,60
FNC2.outDec,49
FNC1.outDec,60
layout make-up:
cell class	count	area share, %
tap	855	4.575
inverter	126	2.023
timing repair buffer	184	7.310
sequential	289	24.74
multi-input combinational	1784	56.15
clock inverter	16	0.6635
clock buffer	48	4.532
logic make-up after synthesis:
family          count (synthesis)  share of synthesized area, %
compound gates                726                         23.21
fa+ha+maj                     209                         13.31
flops                         289                         29.20
buf+inv                       239                         4.566
xor+xnor                      210                         9.283
mux                            63                         6.284
simple gates                  576                         14.15
final timing paths:
path	start	endpoint	slack [ns]	depth (start not counted)
hold reg to reg	FNC4.outDec[9]$_DFF_P_	output_decrypted[9]$_DFF_P_	0.46	2
setup reg to reg	FNC4.outDec[40]$_DFF_P_	output_decrypted[40]$_DFF_P_	16.22	1
hold / removal	FNC4.outDec[9]$_DFF_P_	output_decrypted[9]$_DFF_P_	0.46	2
setup / recovery	data_to_be_decrypt[15]	FNC3.outDec[59]$_DFF_P_	8.30	15
power by group:
group          leakage (nW)  total, W  switching, W  internal, W
Sequential             2.44  0.000887     0.0000543     0.000833
Combinational          6.37  0.000773      0.000438     0.000335
Clock                 0.602  0.000780      0.000314     0.000465
Power figures rest on the tool's default switching activity, not on a simulated workload.
