==> flow/design.v <==
module encrypt_function_4 (Clk,data_1,outEnc,rand_11,rand_6);
    input Clk;
    input [59:0]data_1;
    input [10:0]rand_11;
    input [5:0]rand_6;
    output [77:0]outEnc;
    reg [77:0]outEnc;
    reg [59:0]b;
    reg [60:0]x;
    always @(posedge Clk) begin
        b[10:0]=rand_11;
        b[21:11]=~rand_11;
        b[32:22]=~rand_11;
        b[43:33]=rand_11;
        b[54:44]=~rand_11;
        b[59:55]=rand_11[4:0];
        x=data_1+b;
        outEnc[66:6]=x;
        outEnc[77:67]=rand_11;
        outEnc[5:0]=rand_6;
    end
endmodule
==> flow/run.sh <==
#!/bin/bash
# OpenROAD 26Q1-2900-gdf79404cd8, Yosys 0.63+post, stock flow scripts
make -C /OpenROAD-flow-scripts/flow DESIGN_CONFIG=/design/flow/config.mk WORK_HOME=/design/flow/orfs finish
==> flow/config.mk <==
export PLATFORM = sky130hd
export DESIGN_NAME = encrypt_function_4
export DESIGN_NICKNAME = encrypt_function_4
export VERILOG_FILES = /design/flow/design.v
export SDC_FILE = /design/flow/constraint.sdc
export NUM_CORES = 4
export LEC_CHECK = 1
export CORE_UTILIZATION = 30
==> flow/constraint.sdc <==
current_design encrypt_function_4

set clk_period 16.6
set clk_io_pct 0.2

create_clock -name clk0 -period $clk_period [get_ports {Clk}]

set non_clock_inputs [all_inputs -no_clocks]
set_input_delay [expr $clk_period * $clk_io_pct] -clock clk0 $non_clock_inputs
set_output_delay [expr $clk_period * $clk_io_pct] -clock clk0 [all_outputs]
==> notes.md <==
Total power normalized to cell area comes to 96.6 mW/mm2. The share of synthesized area occupied by flip-flops and latches was 31.5%; the data arrival at the endpoint of the critical path was 7080 ps. The run gives 0.00156 mm2 as the sequential cell area.

The HPWL reported at the end of detailed placement is 14.3 mm, and the via count of the first global-routing pass is 4654. By instance count, the cell type seen most on the critical path is sky130_fd_sc_hd__o21ai_0. The clock slew at the register clock pins of the worst setup and hold paths works out to 60 ps. Looking at the setup timing report, the critical path kind is input pin to register. Per the detail_route report, DRC violations left total 0. The post-cts hold-fix buffer tally came out at 0.

The highest clock rate this design can be run at is 146 MHz. The logs give 34.3% for the part of the total power dissipated in combinational logic and 0.0000560 V for the maximum VDD drop. The tree built by TritonCTS fans out to 78 sinks. Synthesis instantiated 59 different standard cells from the library. The area occupied by multi-input gates is 0.00324 mm2, and the number of detailed-routing iterations run before antenna repair is 4.

Of the cells placed in the final design, the portion with a size suffix greater than 1 is 3.42%. The detail route stage leaves a number of antenna-violating nets equal to 0. After detailed placement, the design holds a cell count of 931. By count the netlist is led by sky130_fd_sc_hd__dfxtp_1 (78), sky130_fd_sc_hd__a21oi_1 (69), sky130_fd_sc_hd__ha_1 (60), sky130_fd_sc_hd__nand2_1 (52), sky130_fd_sc_hd__o21ai_0 (35).

The cell sitting at the root of the clock tree is a sky130_fd_sc_hd__clkbuf_16. The run gives 3 for the number of levels the H-tree was split into. TritonCTS built the clock tree.

Listed in order, past its start point the critical path passes clkdlybuf4s50_1, ha_1, fa_1, a21oi_2, o2111a_1, a21oi_1, a41oi_1, o31a_1, o21ai_0, o21ai_0, o21bai_1, xor2_1. For this run, the number of standard cells in the final layout without fillers is 946. By instance count, the leading cell after synthesis is sky130_fd_sc_hd__dfxtp_1.

The tools report the chip area as 0.0171 mm2. With the leakage component of the power at 2.92 nW, the number of placement rows is 46.

The run finished with clean final reports. With the die boundary height at 131 um, the worst setup margin is 9740 ps. Cell count of the worst hold path: 1. The slowest stage of the critical path is the sky130_fd_sc_hd__clkdlybuf4s50_1 cell. The final hold violation count recorded for this run is 0.

Worst-case clock buffer depth: 2. Across all checked pins, the minimum headroom to the slew limit is 57.9%. The register with the most flip-flops in the layout has 78 of them. Per the synth stats, the proportion of register bits with asynchronous set or reset is 0%. For this block, the routed nets add up to 17.2 mm of wire. STA classifies the critical path startpoint as an input pin. In the final routed layout, each cell accounts on average for 18.2 um.

The origin of the worst min-delay path was rand_6[5]. For this run the aggregate overflow at the end of global routing stands at 0. Setup repair after global routing left no endpoint under its margin. For the post-synthesis cell area, the log shows 0.00496 mm2. The count of yosys warnings during synthesis was 1.

The area share of the leading cell type in the synthesized netlist was 31.5%; the number of antenna diodes was 0. The proportion of total power due to net switching is 28.1%. Largest fanout on the critical path: 5. The run gives 21.0% as the global-route usage over all layers. Across the run, the number of max-cap violations was 0. For the wire length of the first global-routing pass, the log shows 26.3 mm. Post-synth the commonest register cell is sky130_fd_sc_hd__dfxtp_1. The worst slack at placement came out at 9410 ps. The chip area line of the yosys report is 0.00496 mm2. In this run the tools logged warnings totalling 25. Among all stages on the critical path, the maximum delay recorded is 590 ps.

The element type at the critical path end is a register. The post-synth count of flops with an enable pin is 0. Entering global routing, the biggest net connects 13 pins. With the initial antenna violation count at 0, the number of failing setup endpoints in the final timing report is 0. The violation tally recorded at the end of detailed-routing iteration 0 is 293. The via count of the routed design is 4857. Hold analysis lists the worst path endpoint as outEnc[5]. Of the available clock period, the critical path in the final layout requires 41.3%.

For this design, Yosys synthesis ends with a cell count of 578. STA reports the tightest min-delay check as being of type input pin to register. For the pin with the worst max-slew slack, the measured transition is 632 ps. The report lists the number of cells resized after CTS as 0. The flip-flop and latch count after synthesis came out at 78. A synthesized cell averages 8.58 um2.

For reference, the top cells by area after synthesis are sky130_fd_sc_hd__dfxtp_1 (31%), sky130_fd_sc_hd__ha_1 (15%), sky130_fd_sc_hd__a21oi_1 (7.0%), sky130_fd_sc_hd__xnor2_1 (5.5%), sky130_fd_sc_hd__xor2_1 (4.6%). At the end of routability-driven placement, the weighted congestion stood at 0.947. According to the I/O placement log, the pin count is 156.

Internal power comes to 0.000488 W. The proportion of power drawn by flip-flops and latches is 34.3%. The share of total power dissipated in the clock network is 31.4%. The average vias per placed instance is 5.13. Net switching power: 0.000190 W.

The largest total area in the synthesized netlist belongs to sky130_fd_sc_hd__dfxtp_1. Buffers placed on the I/O ports in this run total 155. For the worst setup path, the data required time is 16830 ps. The tools report the number of instances in the synthesized netlist as 578. The run gives 0 ps as the final total negative setup slack. The tally of filler cells in the layout is 1592.

The run gives 31.0% as the pre-placement core utilization. Once the clock tree was built, the setup fixing pass inserted 0 buffers. Max-slew check failures listed in the final report amount to 0. The minimum clock period after layout is 6860 ps.

Layout-stage area growth over the synthesis result: 41.6%. Counting the buffers created by CTS gives 9. Per the OpenROAD floorplan log, the width of the die is 131 um. The core footprint was 0.0160 mm2.
[layout by cell type (no fill, tap or decap), drive strengths merged, types with 2 or more instances in the layout]
cell type	n
a211o	2
a211oi	2
a21boi	5
a21o	17
a21oi	71
a221oi	4
a31oi	6
a41oi	4
and2	2
and3	7
bufinv	2
clkbuf	12
clkdlybuf4s50	155
dfxtp	78
ha	60
inv	23
nand2	52
nand2b	4
nand3	14
nand3b	3
nand4	17
nor2	30
nor2b	5
nor3	8
nor4	2
o2111ai	2
o211ai	6
o21a	4
o21ai	39
o21bai	12
o31a	2
o31ai	4
o41ai	2
or3	2
xnor2	31
xor2	26
[stage by stage]
stage | total power [W] | area (um2) | hold WS [ps] | util [%]
2_1_floorplan | 0.000340 | 4960 | 3350 | -
3_3_place_gp | 0.000472 | 6710 | 3770 | 41.9
3_5_place_dp | 0.000469 | 6710 | 3770 | 41.9
4_1_cts | 0.000688 | 7020 | 3410 | 43.9
5_1_grt | 0.000720 | 7020 | 3400 | 43.9
6_report | 0.000678 | 7020 | 3420 | 43.9
[layer usage]
metal / vias up / GRT usage, % / share of wire (%)
met1: 2229 / 30.0 / 45
met3: 28 / 4.10 / 6.7
met2: 199 / 32.9 / 46
met4: 0 / 5.14 / 2.8
li1: 2401 / - / -
met5: - / 0 / 0
[power by group through the flow]
stage     clock network [W]  registers (W)  logic (W)
4_1_cts            0.000221       0.000234   0.000233
5_1_grt            0.000229       0.000236   0.000255
6_report           0.000213       0.000233   0.000232
[worst max-delay path by stage]
stage                 cells past startpoint    endpoint        from
after CTS                                12  outEnc[60]  rand_11[0]
after global routing                     12  outEnc[63]  rand_11[0]
final                                    12  outEnc[60]  rand_11[0]
[critical path: cells and delay by family]
| family | cells | cell delay [ps] |
|---|---|---|
| buffers and inverters | 1 | 590 |
| adders and majority gates | 2 | 750 |
| AOI/OAI and AO/OA | 8 | 2230 |
| xor gates and xnor gates | 1 | 170 |
[cells by family (layout without fill, tap and decap cells)]
| logic type | after synthesis | in the layout | share of synthesized area, % |
|---|---|---|---|
| and+or+nand+nor | 151 | 151 | 14.8 |
| buffers and inverters | 41 | 193 | 3.23 |
| adders and majority gates | 61 | 61 | 15.5 |
| AOI/OAI and AO/OA | 190 | 190 | 24.9 |
| xor gates and xnor gates | 57 | 57 | 10.1 |
| DFF | 78 | 78 | 31.5 |
[layout make-up]
| class | count | area share (%) |
|---|---|---|
| inverters | 23 | 1.23 |
| well taps | 216 | 3.85 |
| clock buffers | 12 | 3.51 |
| repair buffers | 155 | 22.1 |
| flip-flops and latches | 78 | 22.2 |
| multi-input cells | 459 | 46.1 |
| clock inverters | 3 | 0.980 |
Power and IR drop assume default switching activity.
